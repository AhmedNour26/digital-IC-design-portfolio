==> design.v <==
module DSP48A1_simplified (P, A, B, D, C, clk, rst_n);
    parameter OPERATION = "ADD";
    input [17:0] A, B, D;
    input [47:0] C;
    input clk, rst_n;
    output reg [47:0] P;
    reg [17:0] A_reg, B_reg, D_reg;
    reg [47:0] C_reg;
    reg [18:0] DB;
    reg [47:0] DBA;
    always @(posedge clk) begin
        A_reg <= A; B_reg <= B; D_reg <= D; C_reg <= C;
    end
    always @(posedge clk) begin
        if(!rst_n)begin
            DB <= 0;
            DBA <= 0;
            P <= 0;
        end
        else begin
            if(OPERATION == "ADD")begin
                DB <= D_reg + B_reg;
                DBA <= DB * A_reg;
                P <= DBA + C_reg;
            end
            else begin
                DB <= D_reg - B_reg;
                DBA <= DB * A_reg;
                P <= DBA - C_reg;
            end
        end
    end
endmodule
==> run.sh <==
#!/bin/bash
# OpenROAD 26Q1-2900-gdf79404cd8, Yosys 0.63+post, stock flow scripts
make -C /OpenROAD-flow-scripts/flow DESIGN_CONFIG=/design/flow/config.mk WORK_HOME=/design/flow/orfs finish
==> config.mk <==
export PLATFORM = sky130hd
export DESIGN_NAME = DSP48A1_simplified
export DESIGN_NICKNAME = DSP48A1_simplified
export VERILOG_FILES = /design/flow/design.v
export SDC_FILE = /design/flow/constraint.sdc
export NUM_CORES = 4
export LEC_CHECK = 1
export CORE_UTILIZATION = 40
==> constraint.sdc <==
current_design DSP48A1_simplified

set clk_period 17.0
set clk_io_pct 0.2

create_clock -name clk0 -period $clk_period [get_ports {clk}]

set non_clock_inputs [all_inputs -no_clocks]
set_input_delay [expr $clk_period * $clk_io_pct] -clock clk0 $non_clock_inputs
set_output_delay [expr $clk_period * $clk_io_pct] -clock clk0 [all_outputs]
==> reports/metrics.sh <==
NUMPLACEDINSTANCES=2699
AVGVIACOUNTPERCELL=4.940
CRITPATHCAPTURETYPE='flop'
DESIGN.DIE.AREA_UM2=47140
TIMING_WORST_SLEW_PIN_VALUE_PS=957.1
P_PER_AREA_nW_PER_UM2=196.2
GP_CONGESTION=0.9233
SLEW_VIOL_FINAL=0
CP_DATA_REQUIRED_TIME_PS=17400
CLOCK-ROOT-BUFFER='sky130_fd_sc_hd__clkbuf_16'
CORE_AREA_UM2=45480
NUMBER_OF_CELLS_IN_THE_YOSYS_SYNTHESIS_REPORT=2008
GRT_ANTENNA_BEFORE_REPAIR=0
CP-START-KIND='flop'
QUANTITY_OF_GATES_RESIZED_FOLLOWING_CTS=0
PRE_PLACE_UTIL_PCT=40.70
FIN_TOTAL_PWR_W=0.004208
CRITPATHMAXFANOUT=19
ACHIEVABLE-FREQUENCY_GHz=0.1464
WORST_SETUP_PATH_CATEGORY='flop to flop'
DRT-INITIAL-DRC-COUNT=632
NUM_IO_PINS=152
YOSYS_MOST_USED_DFF='sky130_fd_sc_hd__dfxtp_1'
NETLIST_TOP_CELLS_COUNT='sky130_fd_sc_hd__inv_1 (321), sky130_fd_sc_hd__fa_1 (274), sky130_fd_sc_hd__nand2_1 (255), sky130_fd_sc_hd__dfxtp_1 (206), sky130_fd_sc_hd__ha_1 (166)'
POST_CTS_HOLD_BUFFER_COUNT=0
STATUS='complete, no violations'
GLOBAL_ROUTE.USAGE.TOTAL_PCT=20.74
HOLD_PATH_CLASS='flop to flop'
RR_STARTPOINT='A_reg[12]$_DFF_P_'
DIE_HEIGHT_UM=217.1
YOSYSTOPAREACELLSHARE_PCT=29.63
VIAS_AFTER_DETAILED_ROUTING=13550
GLOBALROUTEOVERFLOWTOTAL=0
CTS_MADE_BUFFERS=24
NUMBER_OF_SINKS_DRIVEN_BY_THE_CLOCK_TREE=206
DRC_ERRORS=0
PIN_COUNT_OF_THE_BIGGEST_NET_ENTERING_GLOBAL_ROUTING=47
MAX_SLEW_MARGIN_PCT=36.11
SYNTH.AREA.TOP_CELLS='sky130_fd_sc_hd__fa_1 (30%), sky130_fd_sc_hd__dfxtp_1 (22%), sky130_fd_sc_hd__ha_1 (11%)'
SYNTH-SEQ-CELLS=206
FINAL.SETUP_SKEW_PS=27.75
ROWS=78
FINAL_ANTENNA_NET_COUNT=0
WORSTPATHARRIVAL_PS=7230
PORTBUFFERS=151
POST-CTS-SETUP-BUFFER-COUNT=0
POST_DRT_WL_PER_CELL_UM=16.37
FP.DIEW_UM=217.1
TRITONCTS='built'
YOSYS_AREA_UM2=18510
POST_LAYOUT_INSTANCE_COUNT_EXCLUDING_FILLER_CELLS=2744
WORST_SETUP_PATH_STARTPOINT='A_reg[12]$_DFF_P_'
CLK_TRANSITION_REPORTED_PATHS_PS=60
SYN_AVG_CELL_AREA_UM2=9.219
DETAILEDROUTE.FIRSTPASSITERATIONCOUNT=5
SYNTH_CELL_TYPES=64
FINAL_MIN_PERIOD_OVER_CLOCK_PERIOD_PCT=40.18
LAYOUT_MIN_CYCLE_TIME_PS=6830
YS_SEQ_SHARE_PCT=22.28
WORST-R2R-SETUP-SLACK_PS=10170
POST-ROUTE-UTIL_PCT=47.15
STATIC-LEAKAGE-POWER_nW=10.21
FIN_TNS_SETUP_PS=0
NETLIST.TOP_CELL.BY_INSTANCES='sky130_fd_sc_hd__inv_1'
SYNTH-EDFF-COUNT=0
DETAIL_ROUTE.WIRELENGTH_UM=44910
PLACED_AREA_UM2=20620
RSZ0062_AT_GRT='no'
TIMING_HOLD_VIOLATIONS_FINAL=0
HTREE_LEVELS=1
MAX_CAP_VIOL_COUNT=0
REG2REG_DEPTH=19
BUFFER_LEVELS_ON_THE_LONGEST_CLOCK_PATH=3
NETLIST_AREA_BEFORE_PLACEMENT_UM2=18510
AREA.GROWTH.SYNTH_TO_FINAL_PCT=15.84
WORST_SETUP_PATH_ENDPOINT='DBA[33]$_SDFF_PN0_'
FINAL_LAYOUT_SIZE_SUFFIX_GT1_SHARE_PCT=3.641
GRT_FIRST_PASS_WIRELENGTH_UM=73040
OPENROAD.WARNINGS=25
YOSYS_WARNINGS=1
YOSYSTOPAREACELL='sky130_fd_sc_hd__fa_1'
VIAS_IN_THE_FIRST_GLOBAL_ROUTE=14000
FINALINSTANCEAREA_UM2=21440
SYNTHESIS.INSTANCES=2008
SYNTH_ASYNC_SR_FLOP_SHARE_PCT=0
SETUP-VIOLATIONS-FINAL=0
PEAKVDDDROP_mV=0.2029
CLOCK_INSERTION_DELAY_WORST_SKEW_PS=550
REG2REG_TO='DBA[33]$_SDFF_PN0_'
DP.FINAL_HPWL_UM=35330
[stage by stage]
stage,hold slack [ps],worst slack [ps]
floorplan,438.9,10820
finish,468.2,10170
global placement,458.7,10310
CTS,470.3,10190
detailed placement,461.5,10220
global route,495.0,9758
[metal layers]
layer,track usage (%),routed length (µm),part of all wire (%)
met1,29.05,19450,43
met2,31.84,20280,45
met3,7.866,4072,9.1
met4,3.897,1063,2.4
met5,0.6250,43,0.096
[how the worst min path moves through the flow]
stage / start / to / slack [ps] / cells past startpoint
global route: C_reg[47]$_DFF_P_ / P[47]$_SDFF_PN0_ / 500 / 2
finish: C_reg[47]$_DFF_P_ / P[47]$_SDFF_PN0_ / 470 / 2
CTS: C_reg[47]$_DFF_P_ / P[47]$_SDFF_PN0_ / 470 / 2
[worst max-delay path, stage by stage, from the launching register on]
cell	delay [ps]
sky130_fd_sc_hd__dfxtp_1	950
sky130_fd_sc_hd__nand2_1	180
sky130_fd_sc_hd__fa_1	570
sky130_fd_sc_hd__inv_1	50
sky130_fd_sc_hd__fa_1	550
sky130_fd_sc_hd__fa_1	430
sky130_fd_sc_hd__fa_1	460
sky130_fd_sc_hd__fa_1	490
sky130_fd_sc_hd__inv_1	50
sky130_fd_sc_hd__fa_1	470
sky130_fd_sc_hd__inv_1	40
sky130_fd_sc_hd__ha_1	350
sky130_fd_sc_hd__a211oi_1	230
sky130_fd_sc_hd__nor2_1	100
sky130_fd_sc_hd__a2111oi_0	510
sky130_fd_sc_hd__a21oi_1	250
sky130_fd_sc_hd__o41ai_1	580
sky130_fd_sc_hd__a31oi_1	180
sky130_fd_sc_hd__xnor2_1	160
sky130_fd_sc_hd__nor2_1	50
[cells in the final DEF, fill, tap and decap left out, types with 10 or more instances in the layout]
cell                              count
sky130_fd_sc_hd__nand3_1             17
sky130_fd_sc_hd__clkdlybuf4s50_1    151
sky130_fd_sc_hd__nor2_1             110
sky130_fd_sc_hd__dfxtp_1            206
sky130_fd_sc_hd__nor3_1              10
sky130_fd_sc_hd__a21o_1              28
sky130_fd_sc_hd__xor2_1              35
sky130_fd_sc_hd__o211ai_1            10
sky130_fd_sc_hd__o21ai_0             48
sky130_fd_sc_hd__inv_1              321
sky130_fd_sc_hd__and3_1              10
sky130_fd_sc_hd__ha_1               166
sky130_fd_sc_hd__clkbuf_16           24
sky130_fd_sc_hd__and2_1             158
sky130_fd_sc_hd__o21a_1              11
sky130_fd_sc_hd__a31oi_1             12
sky130_fd_sc_hd__a21oi_1             87
sky130_fd_sc_hd__nand2b_1            12
sky130_fd_sc_hd__xnor2_1             39
sky130_fd_sc_hd__nand4_1             14
sky130_fd_sc_hd__o21bai_1            12
sky130_fd_sc_hd__fa_1               274
sky130_fd_sc_hd__nand2_1            255
sky130_fd_sc_hd__buf_4               23
[report_power, final]
part / total (W) / leakage, nW / internal (W) / switching [W]
sequential: 0.000637 / 1.73 / 0.000590 / 0.0000478
clock: 0.000525 / 0.403 / 0.000313 / 0.000212
combinational: 0.00305 / 8.08 / 0.00129 / 0.00176
total: 0.00421 / 10.2 / 0.00219 / 0.00202
[area by class of cell]
type / count / area, µm²
Antenna cell: 2 / 5.005
Clock buffer: 30 / 673.1
Clock inverter: 13 / 148.9
Fill cell: 4277 / 24030
Inverter: 322 / 1209
Multi-Input combinational cell: 1397 / 12850
Sequential cell: 206 / 4124
Tap cell: 600 / 750.7
Timing Repair Buffer: 174 / 1684
[cells by family (layout without fill, tap and decap cells)]
group | Yosys count | after routing | synth area share [%]
AND-OR/OR-AND | 259 | 259 | 8.888
other | 0 | 2 | 0
AND/OR/NAND/NOR | 622 | 622 | 16.07
buffers and inverters | 405 | 539 | 8.307
XOR/XNOR | 74 | 74 | 3.501
adder cells (fa/ha/maj) | 440 | 440 | 40.85
multiplexers | 2 | 2 | 0.1081
flip-flops | 206 | 206 | 22.28
Power is estimated from default activity; no workload was simulated.
