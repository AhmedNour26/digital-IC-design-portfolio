File: design/flow/design.v
module RAM_singlePort_synch (dout, parity_out, din, addr, clk, rst, wr_en, rd_en, blk_select, addr_en, dout_en);
    parameter MEM_WIDTH = 16; 
    parameter MEM_DEPTH = 1024; 
    parameter ADDR_SIZE = 10; 
    parameter ADDR_PIPELINE = "FALSE"; 
    parameter DOUT_PIPELINE = "TRUE"; 
    parameter PARITY_ENABLE = 1; 
    input clk, rst, wr_en, rd_en, blk_select, addr_en, dout_en;
    input [MEM_WIDTH-1:0] din;
    input [ADDR_SIZE-1:0] addr;
    reg [ADDR_SIZE-1:0] addr_pipe;
    wire [ADDR_SIZE-1:0] addr_mux;
    output [MEM_WIDTH-1:0] dout;
    reg [MEM_WIDTH-1:0] dout_RAM;
    reg [MEM_WIDTH-1:0] dout_pipe;
    output parity_out;
    reg [MEM_WIDTH-1:0] mem [MEM_DEPTH-1:0];
    assign parity_out = (PARITY_ENABLE == 1)? (^dout) : 0;
    assign addr_mux = (ADDR_PIPELINE == "TRUE")? addr_pipe : addr;
    assign dout = (DOUT_PIPELINE == "TRUE")? dout_pipe : dout_RAM;
    always @(posedge clk) begin
        if(rst)begin
            addr_pipe <= 0;
            dout_pipe <= 0;
            dout_RAM <= 0;
        end
        else begin
            if (addr_en) begin
                addr_pipe <= addr;
            end
            if (dout_en) begin
                dout_pipe <= dout_RAM;
            end
            if(blk_select)begin
                if (wr_en) begin
                    mem[addr_mux] <= din;
                end
                if (rd_en) begin
                    dout_RAM <= mem[addr_mux];
                end
            end 
        end
    end
endmodule
File: design/flow/run.sh
#!/bin/bash
# OpenROAD 26Q1-2900-gdf79404cd8, Yosys 0.63+post, stock flow scripts
make -C /OpenROAD-flow-scripts/flow DESIGN_CONFIG=/design/flow/config.mk WORK_HOME=/design/flow/orfs finish
File: design/flow/config.mk
export PLATFORM = sky130hd
export DESIGN_NAME = RAM_singlePort_synch
export DESIGN_NICKNAME = RAM_singlePort_synch
export VERILOG_FILES = /design/flow/design.v
export SDC_FILE = /design/flow/constraint.sdc
export NUM_CORES = 4
export LEC_CHECK = 1
export CORE_UTILIZATION = 30
export SYNTH_MEMORY_MAX_BITS = 65536
File: design/flow/constraint.sdc
current_design RAM_singlePort_synch

set clk_period 93.5
set clk_io_pct 0.2

create_clock -name clk0 -period $clk_period [get_ports {clk}]

set non_clock_inputs [all_inputs -no_clocks]
set_input_delay [expr $clk_period * $clk_io_pct] -clock clk0 $non_clock_inputs
set_output_delay [expr $clk_period * $clk_io_pct] -clock clk0 [all_outputs]
==> run summary <==
impl run done, here's what came out: Clk network pwr share 42.0%, Cell Int Power 12.0 mW, cell area power density 21.1 nW/µm², sequential power share 53.3%, Power Total 15.2 mW, DP Area 668000 µm², die area 2080000 µm², CTS Buf Count 1662, Tot GR Track Use 19.8%, final worst path period share 28.2%, Synth Seq Share 79.2%, Post-synth EDFFs 16400, post-route setup TNS 0 ns, Flops after synth 16400, first-pass GRT wire length 2650000 µm, CTS tree yes, Syn Inst Count 27300, post-synth cell types 75, I/O Buffers 48, mapped cell area 622000 µm², vias per cell 5.17, Switching Power 3.20 mW, ys async rst share 0%, Worst EP arrival 27.54 ns, WP data required 94.70 ns, Fmax achieved 0.0380 GHz, Die X 1440 µm, Starting Density 30.1%, Hold WC Path Type register to register, Top-area cell share 79.1%, outcome complete, no violations, clk ins delay skew pair 1.36 ns, Gate power share 4.7%, clock tree root driver cell clkbuf_16, Hold Path Depth 2, clk sink count 16400, core box area 2070000 µm², YS warnings 1, chip height 1440 µm, CP Class input pin to register, final instance area 721000 µm², CP Launch Type input pin, Sw Ratio 21.1%, RSZ-0062 raised after global routing no, Setup Viol. Count Final 0, Slew Viols, Final 0, PostCTS Resize Cnt 0, fin util 34.9%, DRC Markers 0, Worst Tran Pin Value 1.41 ns, max-cap viol count 0, # Post-CTS Setup Buffers 0, Ports 50, Final Hold Vio Count 0, Max-slew headroom 5.37%, detailed placement HPWL 1210000 µm, Mean Syn Cell Area 22.7 µm², router iterations before antenna repair 18, Hold Buf Count CTS 0, largest net degree at the start of global routing 126, layout cells sized above 1 28.4%, Routed Antenna Nets 0, Worst setup EP type register, final WL 1940000 µm, initial antenna violation count 228, vias 306000, hold_ws 0.519 ns, Avg WL per Cell 32.8 µm, placer congestion estimate 0.953, area grow syn2layout 16.0%, Yosys chip area 622000 µm², R2R depth 6, H-Tree Level Count 7, Main synth FF type edfxtp_1, post-layout minimum cycle time 26.34 ns, Yosys Instances 27300, 1st-iter DRT viols 22000, top cells by area, synth edfxtp_1, mux4_2, a22oi_1, clk_skew 0.108 ns, post-synth top area cell edfxtp_1, crit-path max FO 82, CTS clk-pin slew, worst paths 0.06 ns, total grt overflow 0, Row Count 528, maximum vdd drop 0.0000189 V, Max clock buf depth 6, vias in the first global route 337000, Tool Warnings 59, Pleak 220 nW
-- state kept, by name, summed over array words and instances (netlist names) --
name and cells:
dout_RAM 16, dout_pipe 16, mem 16384
-- metal layers --
layer / up-vias / GRT usage (%) / share of wire [%]
met4: 309 / 9.67 / 6.0
met2: 25000 / 27.7 / 44
met5: - / 6.36 / 0.80
met1: 153000 / 16.7 / 26
met3: 3997 / 21.1 / 23
li1: 123000 / - / -
-- power groups by stage --
stage | Combinational [mW] | Clock [mW] | Sequential, mW
5_1_grt | 0.739 | 6.73 | 8.09
4_1_cts | 0.697 | 6.45 | 8.10
6_report | 0.706 | 6.38 | 8.10
-- placed cells by master, fill, tap and decap left out, types with 363 or more instances in the layout --
cell / count
a22oi_1: 1473
buf_4: 2343
clkbuf_16: 1682
clkinv_1: 396
diode_2: 503
edfxtp_1: 16400
mux2i_1: 863
mux4_2: 3693
nor2_1: 872
o22ai_1: 363
-- path summary, 6_finish.rpt --
check                       startpoint                   endpoint  slack, ns
max reg2reg      mem[875][2]$_DFFE_PP_   dout_RAM[2]$_SDFFE_PP0P_      89.31
min reg2reg  dout_RAM[13]$_SDFFE_PP0P_  dout_RAM[13]$_SDFFE_PP0P_       0.52
min          dout_RAM[13]$_SDFFE_PP0P_  dout_RAM[13]$_SDFFE_PP0P_       0.52
max                            addr[1]  dout_RAM[12]$_SDFFE_PP0P_      67.16
-- cell type report --
class / instances / area [µm²]
fillers: 187000 / 1350000
clock buffers: 2019 / 43400
multi-input cells: 9228 / 122000
repair buffers: 2427 / 18900
well taps: 27600 / 34500
flip-flops and latches: 16400 / 493000
diodes: 503 / 1260
inverters: 4 / 30.0
clock inverters: 913 / 8120
-- critical path, cell delays in order --
cell and delay, ns:
buf_16 0.30, buf_4 0.63, buf_4 0.56, buf_4 0.60
buf_4 0.67, buf_4 0.67, buf_4 0.55, buf_4 0.66
buf_12 0.51, mux4_2 0.40, a22oi_1 0.37, a41oi_1 0.48
o21ai_0 0.60, buf_4 0.26, o21ai_0 0.11, buf_4 0.21
a311oi_1 0.56, a311oi_1 0.20
-- synth_stat cells, types with 6 or more instances --
master,number
mux4_2,3693
o211ai_1,21
o22ai_1,363
o21ai_0,126
buf_1,172
buf_4,220
clkbuf_1,560
a22oi_1,1473
nand4_1,186
a41oi_1,136
a221oi_1,139
buf_2,642
nor2b_1,12
nand4bb_1,6
a21oi_1,111
nand3_1,66
dfxtp_1,32
o2111ai_1,25
a211oi_1,23
mux2i_1,863
mux2_2,9
nand2b_1,6
nor2_1,1217
nor4_1,76
and3_1,9
or4_1,10
buf_6,84
a31oi_1,123
and4_1,8
nor3_1,67
nand2_1,192
and2_1,12
edfxtp_1,16400
o311ai_0,7
a311oi_1,15
xnor2_1,14
a22o_1,132
-- metrics by stage --
step	setup slack, ns	instances
global placement	65.83	55600
finish	67.16	59100
global route	66.75	58900
detailed placement	65.76	55600
floorplan	71.59	27300
CTS	67.19	58600
-- cell families after synthesis --
family / after synthesis / synth area share [%]
flip-flops: 16400 / 79.2
multiplexers: 4565 / 14.8
AND-OR/OR-AND: 2748 / 3.23
AND/OR/NAND/NOR: 1900 / 1.34
buffers and inverters: 1687 / 1.39
XOR/XNOR: 15 / 0.0211
Power is estimated from default activity; no workload was simulated.
