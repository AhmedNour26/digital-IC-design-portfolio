File: flow/run.sh
#!/bin/bash
# OpenROAD 26Q1-2900-gdf79404cd8, Yosys 0.63+post, stock flow scripts
make -C /OpenROAD-flow-scripts/flow DESIGN_CONFIG=/design/flow/config.mk WORK_HOME=/design/flow/orfs finish
File: flow/config.mk
export PLATFORM = sky130hd
export DESIGN_NAME = FIFO_memory
export DESIGN_NICKNAME = FIFO_memory
export VERILOG_FILES = /design/flow/design.v
export SDC_FILE = /design/flow/constraint.sdc
export NUM_CORES = 4
export LEC_CHECK = 1
export CORE_UTILIZATION = 30
export SYNTH_MEMORY_MAX_BITS = 65536
File: flow/constraint.sdc
current_design FIFO_memory

set clk_period 102.0
set clk_io_pct 0.2

create_clock -name clk0 -period $clk_period [get_ports {clk_a}]
create_clock -name clk1 -period $clk_period [get_ports {clk_b}]

set non_clock_inputs [all_inputs -no_clocks]
set_input_delay [expr $clk_period * $clk_io_pct] -clock clk0 $non_clock_inputs
set_output_delay [expr $clk_period * $clk_io_pct] -clock clk0 [all_outputs]
File: flow/design.v
module FIFO_memory (dout_b, full, empty, din_a, clk_a, clk_b, rst, wen_a, ren_b);
    parameter FIFO_WIDTH = 16;
    parameter FIFO_DEPTH = 512;
    input clk_a, clk_b, rst, wen_a, ren_b;
    input [FIFO_WIDTH-1:0] din_a;
    output reg [FIFO_WIDTH-1:0] dout_b;
    output full, empty;
    reg [FIFO_WIDTH-1:0] mem [FIFO_DEPTH-1:0];
    reg [$clog2(FIFO_DEPTH):0] Wptr, Rptr;
    assign full = (Wptr[$clog2(FIFO_DEPTH)] != Rptr[$clog2(FIFO_DEPTH)] && (Wptr[$clog2(FIFO_DEPTH)-1:0] == Rptr[$clog2(FIFO_DEPTH)-1:0]))? 1: 0;
    assign empty = (Wptr == Rptr)? 1 : 0;
    always @(posedge clk_a) begin
        if (rst) begin
            Wptr <= 0;
        end
        else begin
            if(wen_a && !full)begin
                mem[Wptr[$clog2(FIFO_DEPTH)-1:0]] <= din_a;
                Wptr <= Wptr + 1;
            end
        end
    end
    always @(posedge clk_b) begin
        if (rst) begin
            Rptr <= 0;
        end
        else begin
            if (ren_b && !empty) begin
                dout_b <= mem[Rptr[$clog2(FIFO_DEPTH)-1:0]];
                Rptr <= Rptr + 1;
            end
        end
    end
endmodule
==> flow_summary.json <==
{
  "wl_per_cell_um": 32.3,
  "lay_top_cells": "edfxtp_1 (8208), mux4_2 (1877), buf_4 (1107)",
  "port_buffers": 37,
  "layout_top_cell": "edfxtp_1",
  "crit_chain": "xnor2_1 -> nand3_1 -> or3_1 -> nor2_1 -> buf_4 -> clkdlybuf4s50_1",
  "die_h_um": 1030,
  "clock_sink_count": 8228,
  "grt.total_usage_pct": 19.6,
  "first_pass_iters": 6,
  "p_sw_share_pct": 24.0,
  "synthesis.area_sq_mm": 0.317,
  "p_clk_share_pct": 39.2,
  "fin_ws_ns": 77.16,
  "comb_area_sq_mm": 0.0658,
  "ys_seq_share_pct": 77.8,
  "ff_latch_area_sq_mm": 0.247,
  "p_sw_uw": 1810,
  "path_max_fanout": 11,
  "slowest_stage": "nor2_1",
  "clk_pin_slew_ns": 0.16,
  "cp-start-kind": "flip-flop",
  "status": "finished clean",
  "yosysTopAreaCell": "edfxtp_1",
  "async_flop_share_pct": 0,
  "tritoncts": "done",
  "setup_viol": 0,
  "synth.distinct_cells": 83,
  "worstMarginPinSlew_ns": 1.31,
  "p_total_uw": 7530,
  "vias": 156635,
  "ys.flops": 8228,
  "hold_buffers": 0,
  "placedInstanceArea_sq_mm": 0.340,
  "internal_power_uw": 5720,
  "ys_area_sq_mm": 0.317,
  "arrival_ns": 4.44,
  "synth.avg_cell_area_sq_um": 22.2,
  "critPathCaptureType": "primary output",
  "drt_iter0_markers": 11400,
  "cts_resized": 0,
  "io_pins": 39,
  "min_path_type": "flip-flop to flip-flop",
  "initial_utilization_pct": 30.1,
  "fill_cells": 95804,
  "setup_tns_ns": 0,
  "power_frac_seq_pct": 49.4,
  "postLayoutCellArea_sq_mm": 0.366,
  "cp_data_required_time_ns": 81.60,
  "hold_viol": 0,
  "die_w_um": 1030,
  "cts_setup_buffers": 0,
  "combPwrFrac_pct": 11.3,
  "detailed_place_hpwl_um": 626000,
  "routabilityCongestion": 0.959,
  "finalWirelength_um": 978000,
  "chip_area_sq_mm": 1.06,
  "grt_max_degree": 97,
  "antenna_found_initial": 107,
  "postSynthCellCount": 14317,
  "crit_type": "flip-flop to primary output",
  "final_core_util_pct": 34.7,
  "ys.flop_type": "edfxtp_1",
  "core_area_sq_mm": 1.05,
  "area_growth_pct": 15.4,
  "top_area_share_pct": 77.7,
  "leakagePower_uw": 0.110,
  "drive_above_1_share_pct": 27.3,
  "ys_cells": 14317,
  "synth-edff-count": 8208,
  "grt_overflow_total": 0,
  "clock_skew_ns": 0.0995,
  "grt_pass1_wl_um": 1350000,
  "routed_via_density": 5.17,
  "ant_nets": 0,
  "route.detailed.drc": 0,
  "rsz0062_at_grt": "false",
  "slew_viol_final": 0,
  "max-cap-violations": 0,
  "top_cells_by_area": "edfxtp_1 (78%), mux4_2 (13%), mux2i_1 (2.7%)",
  "yosys_warnings": 1,
  "grt_pass1_vias": 172134,
  "powerDensity_mw_per_mm2": 20.6,
  "row_count": 377,
  "vdd_drop_max_v": 0.0000195,
  "dp_slack_ns": 77.02,
  "critPathMaxStageDelay_ns": 0.96,
  "slew_headroom_pct": 12.4,
  "warnings": 30
}
[per-stage QoR]
stage                     cells  hold WS (ns)
after floorplan           14317         0.538
after global placement    28644         0.572
after detailed placement  28644         0.570
after CTS                 30129         0.210
after global routing      30230         0.324
final                     30303         0.271
[cells in the mapped netlist, types with 56 or more instances]
master	count
a221oi_1	124
a22oi_1	99
nor2_1	630
buf_6	110
a211oi_1	56
o22ai_1	143
o21ai_0	181
buf_2	270
o221ai_1	126
nand2_1	333
mux2i_1	852
mux4_2	1877
a21oi_1	205
buf_4	140
edfxtp_1	8208
clkbuf_1	284
[worst max-delay path: cells and delay by family (launching register included)]
family | cells | cell delay, ns
buffers and inverters | 2 | 0.70
DFF | 1 | 0.75
xor gates and xnor gates | 1 | 0.19
and+or+nand+nor | 3 | 1.57
[worst paths after layout]
path                         startpoint                   end  slack, ns  cells after the start
min                Rptr[9]$_SDFFE_PP0P_  Wptr[0]$_SDFFE_PP0P_       0.27                      5
max                Wptr[3]$_SDFFE_PP0P_                 empty      77.16                      6
max in group clk1                 ren_b   dout_b[1]$_DFFE_PP_      79.55                      5
min reg2reg        Rptr[9]$_SDFFE_PP0P_  Wptr[0]$_SDFFE_PP0P_       0.27                      5
min in group clk1  Rptr[9]$_SDFFE_PP0P_  Rptr[9]$_SDFFE_PP0P_       0.63                      2
max reg2reg        Rptr[0]$_SDFFE_PP0P_   dout_b[8]$_DFFE_PP_      92.19                     14
[power groups by stage]
stage / Combinational (uW) / Clock (uW) / Sequential (uW)
4_1_cts: 854 / 2990 / 3720
5_1_grt: 899 / 3110 / 3720
6_report: 855 / 2950 / 3720
[cell families after synthesis]
| kind of cell | after synthesis | synth area share [%] |
|---|---|---|
| flip-flops | 8228 | 77.8 |
| XOR/XNOR | 26 | 0.0718 |
| adder cells (fa/ha/maj) | 5 | 0.0197 |
| buffers and inverters | 879 | 1.64 |
| multiplexers | 2779 | 16.2 |
| AND/OR/NAND/NOR | 1182 | 1.55 |
| AND-OR/OR-AND | 1218 | 2.69 |
[layer usage]
| metal | wire, um | GRT usage (%) | vias up | share of wire [%] |
|---|---|---|---|---|
| li1 | - | - | 63116 | - |
| met1 | 277000 | 18.6 | 79090 | 28 |
| met2 | 429000 | 27.3 | 12198 | 44 |
| met3 | 211000 | 19.4 | 2074 | 22 |
| met4 | 55600 | 8.76 | 157 | 5.7 |
| met5 | 5090 | 3.78 | - | 0.52 |
[area by class of cell]
type / instances / share of cell area, %
clock inverter: 510 / 1.45
sequential: 8228 / 67.4
tap: 14023 / 4.79
multi-input combinational: 5210 / 18.0
clock buffer: 975 / 5.69
timing repair buffer: 1167 / 2.52
inverter: 16 / 0.0267
antenna: 174 / 0.119
[registers in the layout, summed over array words and instances, names as in the netlist]
signal / cells
Rptr: 10
Wptr: 10
dout_b: 16
mem: 8192
